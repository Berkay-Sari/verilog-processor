### design/flow/design.v
`timescale 1ns / 1ps
module islemci(
    input saat, reset, [31:0] buyruk,
    output reg [31:0] ps, signed [31:0] yazmac_on
    );
    reg [31:0] ps_next;
    reg [31:0] R [31:0], R_next [31:0];  
    assign yazmac_on = R[10];
    wire [6:0] opcode = buyruk[6:0];  
    wire [4:0] rd = buyruk[11:7];     
    wire [2:0] func3 = buyruk[14:12]; 
    wire [4:0] rs1 = buyruk[19:15];   
    wire [4:0] rs2 = buyruk[24:20];   
    wire [6:0] func7 = buyruk[31:25]; 
    localparam [6:0] R_TYPE = 7'b0110011,  
                     I_TYPE = 7'b0010011,  
                     B_TYPE = 7'b1100011,  
                     JAL    = 7'b1101111,  
                     JALR   = 7'b1100111;  
    localparam [9:0] ADD    = 9'b0000000_000,
                     SUB    = 9'b0100000_000,
                     XOR    = 9'b0000000_100,
                     AND    = 9'b0000000_111,
                     SRL    = 9'b0000000_101,
                     SRA    = 9'b0100000_101;
    localparam [2:0] ADDI   = 3'b000,
                     XORI   = 3'b100,
                     SLTI   = 3'b010,
                     SRAI   = 3'b101,
                     BEQ    = 3'b000,
                     BLT    = 3'b100,
                     BGE    = 3'b101;
    integer i;
    initial begin
        for(i=0; i < 32; i=i+1) begin
            R[i] = 32'b0;
            R_next[i] = 32'b0;
        end
        ps = 32'b0;
        ps_next = 32'b0;    
    end
    always@* begin
        ps_next = ps;
        for(i=0; i<32; i=i+1)
            R_next[i] = R[i];
        case(opcode)
            R_TYPE : begin
                if({func7, func3} == ADD)
                    R_next[rd] = R[rs1] + R[rs2];
                if({func7, func3} == SUB)
                    R_next[rd] = R[rs1] - R[rs2];
                if({func7, func3} == XOR)
                    R_next[rd] = R[rs1] ^ R[rs2];
                if({func7, func3} == AND)
                    R_next[rd] = R[rs1] & R[rs2];   
                if({func7, func3} == SRL)
                    R_next[rd] = R[rs1] >> R[rs2][4:0];  
                if({func7, func3} == SRA)
                    R_next[rd] = $signed(R[rs1]) >>> R[rs2][4:0];  
                ps_next = ps + 4;            
            end
            I_TYPE: begin
                if (func3 == ADDI)  
                    R_next[rd] = R[rs1] + { {21{buyruk[31]}}, buyruk[30:20] };  
                if (func3 == XORI) 
                    R_next[rd] = R[rs1] ^ { {21{buyruk[31]}}, buyruk[30:20] };  
                if (func3 == SLTI) 
                    R_next[rd] = $signed(R[rs1]) < $signed({ {22{buyruk[31]}}, buyruk[30:20] }) ? 32'b1 : 32'b0;
                if (func3 == SRAI && buyruk[31:25] == 7'b0100000) 
                    R_next[rd] = $signed(R[rs1]) >>> buyruk[24:20];     
                ps_next = ps + 4; 
            end
            B_TYPE: begin
                ps_next = ps + 4; 
                if(func3 == BEQ) begin
                    if(R[rs1] == R[rs2]) 
                        ps_next = ps + $signed({ {20{buyruk[31]}}, buyruk[7], buyruk[30:25], buyruk[11:8], 1'b0 });  
                end
                if(func3 == BLT) begin
                    if($signed(R[rs1]) < $signed(R[rs2])) 
                        ps_next = ps + $signed({ {20{buyruk[31]}}, buyruk[7], buyruk[30:25], buyruk[11:8], 1'b0 });  
                end
                if(func3 == BGE) begin
                    if($signed(R[rs1]) >= $signed(R[rs2])) 
                        ps_next = ps + $signed({ {20{buyruk[31]}}, buyruk[7], buyruk[30:25], buyruk[11:8], 1'b0 });  
                end
            end
            JAL: begin
                R_next[rd] = ps + 4;
                ps_next = ps + $signed({ {12{buyruk[31]}}, buyruk[19:12], buyruk[20], buyruk[30:21], 1'b0 });  
            end
            JALR: begin
                R_next[rd] = ps + 4;
                ps_next = $signed(R[rs1]) + $signed({ {21{buyruk[31]}}, buyruk[30:20] });  
                ps_next[0] = 1'b0;
            end
        endcase        
        if(reset) begin
            for(i=0; i < 32; i=i+1)
                R_next[i] = 32'b0;
            ps_next = 32'b0;   
        end
        R_next[0] = 0;  
    end
    always@(posedge saat) begin
        for(i=0; i<32; i=i+1)
            R[i] <= R_next[i];   
        ps <= ps_next;
    end
endmodule
### design/flow/run.sh
#!/bin/bash
# OpenROAD 26Q1-2900-gdf79404cd8, Yosys 0.63+post, stock flow scripts
make -C /OpenROAD-flow-scripts/flow DESIGN_CONFIG=/design/flow/config.mk WORK_HOME=/design/flow/orfs finish
### design/flow/config.mk
export PLATFORM = sky130hd
export DESIGN_NAME = islemci
export DESIGN_NICKNAME = islemci
export VERILOG_FILES = /design/flow/design.v
export SDC_FILE = /design/flow/constraint.sdc
export NUM_CORES = 4
export LEC_CHECK = 1
export CORE_UTILIZATION = 50
export SYNTH_HDL_FRONTEND = slang
### design/flow/constraint.sdc
current_design islemci

set clk_period 95.0
set clk_io_pct 0.2

create_clock -name clk0 -period $clk_period [get_ports {saat}]

set non_clock_inputs [all_inputs -no_clocks]
set_input_delay [expr $clk_period * $clk_io_pct] -clock clk0 $non_clock_inputs
set_output_delay [expr $clk_period * $clk_io_pct] -clock clk0 [all_outputs]
==> results.toml <==
# physical design summary
[cts]
cts_resized = 0
cts_hold_buf = 0
tritoncts_num_sinks = 1023
cts_buffers = 151
cts.path.max_buffers = 4
cts.root.buffer_cell = "clkbuf_16"
post_cts.repair.setup_buffers = 0
maximum_level_of_the_cts_h_tree = 4

[synth]
syn_area_per_cell_um2 = 6.63
synth_cell_types = 120
netlist_area_mm2 = 0.145
synth-async-reset-ratio_pct = 0
synthCells = 21900
number_of_flops_mapped_to_enable_cells_by_yosys = 0
ys_area_mm2 = 0.145
synth-warning-count = 0
synth-seq-cells = 1023
synthFlopType = "dfxtp_1"
yosys.stat.seqShare_pct = 14.1
synth_stat.cells = 21900

[global_routing]
grt_first_pass_wirelength_um = 2440000
globalRouteTotalUtil_pct = 127
grt_start_max_net_pins = 126
globalRouteOverflowTotal = 67600
first_global_vias = 239000

[floorplanning]
number_of_placement_rows = 197
die-height_um = 541
fp_util_pct = 50.3
die_width_um = 541
io_count = 98

[placement]
port-buffer-count = 96
dp_slack_ps = 66360
place_hpwl_um = 1230000
finalWeightedCongestion = 2.12
place_area_mm2 = 0.158

[status]
tool.error = "[ERROR GRT-0116] Global routing finished with congestion. Check the congestion regions in the DRC Viewer."
status = "stopped before the end"
flow.stopped_at = "5_1_grt"
metrics by stage:
step	total power, W	instances	hold WS [ps]	util, %
floorplan	0.000836	21900	463	-
global placement	0.00185	25100	525	55.0
detailed placement	0.00185	25100	531	55.0
CTS	0.00244	25300	546	56.7
kinds of logic after synthesis:
| kind of cell | share of synthesized area [%] |
|---|---|
| simple gates | 18.3 |
| compound gates | 47.3 |
| buf+inv | 7.74 |
| xor+xnor | 1.41 |
| mux | 9.56 |
| flops | 14.1 |
| other cells | 0.00259 |
| fa+ha+maj | 1.54 |
layer usage:
layer / global-route usage (%) / overflow
met2: 156 / 37200
met3: 112 / 8330
met5: 107 / 1048
met1: 117 / 14300
met4: 112 / 6812
Yosys cell counts (46+ instances only):
master	n	area, µm²
a21o_1	79	593
a221oi_1	842	7370
mux2i_1	332	3320
mux2_2	101	1140
mux4_2	389	8760
nor3_1	500	2500
dfxtp_1	1023	20500
or2_2	56	350
nand4_1	59	369
o211ai_1	493	3700
a211oi_1	611	4590
o31ai_1	108	811
clkbuf_1	2191	8220
buf_1	191	717
a31oi_1	264	1650
nor4_1	47	294
a211o_1	61	534
o2111ai_1	101	885
a221o_1	172	1720
ha_1	171	2140
and2_1	46	288
a22oi_1	259	1940
a311oi_1	133	1160
nand2_1	2368	8890
inv_1	137	514
xnor2_1	161	1410
xor2_1	72	631
nand3_1	337	1690
a222oi_1	136	1360
buf_2	142	711
o21ai_0	2608	13100
o22ai_1	816	5100
a21oi_1	2430	12200
a2111oi_0	117	1020
o221ai_1	689	6030
or3_1	61	382
nor2_1	2618	9830
o32ai_1	63	552
No activity file was given, so power comes from the tool's default toggle rates.
